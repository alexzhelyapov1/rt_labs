==> flow/design.v <==
module reaction_game (
  input clk,
  input reset,
  input btn1,   
  input btn2,   
  output reg start_led,  
  output reg win1_led,   
  output reg win2_led    
);
    parameter CLOCK_FREQ = 1;
    parameter AUTO_RESTART = 5 * CLOCK_FREQ;
    reg [31:0] counter;
    always @(posedge clk or posedge reset) begin
        if (reset) begin
            start_led <= 0;
            win1_led <= 0;
            win2_led <= 0;
            counter <= 0; 
        end else begin
            if (counter == 0) begin
                start_led <= 1;
                counter <= counter + 1;
            end else if (counter < AUTO_RESTART) begin
                if (!win1_led && !win2_led) begin
                    if (btn1) begin
                        win1_led <= 1;
                        start_led <= 0;
                    end
                    else if (btn2) begin
                        win2_led <= 1;
                        start_led <= 0;
                    end
                end
                counter <= counter + 1;
            end else begin
                win1_led <= 0;
                win2_led <= 0;
                counter <= 0; 
            end
        end
    end
endmodule
==> flow/run.sh <==
#!/bin/bash
# OpenROAD 26Q1-2900-gdf79404cd8, Yosys 0.63+post, stock flow scripts
make -C /OpenROAD-flow-scripts/flow DESIGN_CONFIG=/design/flow/config.mk WORK_HOME=/design/flow/orfs finish
==> flow/config.mk <==
export PLATFORM = sky130hd
export DESIGN_NAME = reaction_game
export DESIGN_NICKNAME = reaction_game
export VERILOG_FILES = /design/flow/design.v
export SDC_FILE = /design/flow/constraint.sdc
export NUM_CORES = 4
export LEC_CHECK = 1
export CORE_AREA = 10 10 104 104
export DIE_AREA = 0 0 114 114
==> flow/constraint.sdc <==
current_design reaction_game

set clk_period 2.2
set clk_io_pct 0.2

create_clock -name clk0 -period $clk_period [get_ports {clk}]

set non_clock_inputs [all_inputs -no_clocks]
set_input_delay [expr $clk_period * $clk_io_pct] -clock clk0 $non_clock_inputs
set_output_delay [expr $clk_period * $clk_io_pct] -clock clk0 [all_outputs]
==> flow_metrics.rpt <==
==== FLOW RESULTS ====
----------------------------------------------------
[Timing]
  Sum of negative setup slack ........................ 0 ns
  Number of endpoints failing setup at the final stage ........................ 0
  Final Critical Period ........................ 1.655 ns
  Post-route clock period utilization ........................ 75.25%
  Total count of hold-check failures in the final report ........................ 0
  Setup ws final ........................ 0.5446 ns
  Achievable frequency ........................ 604.1 MHz
  RSZ-0062 raised after global routing ........................ no
  Clock Skew ........................ 0.002741 ns
  Number of pins with negative max-slew slack in the final report ........................ 0

[Pwr]
  Sequential Power Share ........................ 59.2%
  Switching power ........................ 0.2213 mW
  Overall power ........................ 1.145 mW
  Leakage power summed over all cells ........................ 0.6708 nW
  Power density over the cells ........................ 763.7 nW/um^2
  Fraction of power consumed by combinational cells ........................ 2.5%
  Clk network pwr share ........................ 38.3%
  Worst voltage drop across the vdd grid ........................ 0.2208 mV
  Proportion of total power due to net switching ........................ 19.33%
  Internal portion of total power ........................ 0.9235 mW

[Floorplan]
  Placement row count ........................ 34
  Chip footprint ........................ 13000 um^2
  Die boundary height ........................ 114 um
  Die Span X ........................ 114 um
  Initial standard-cell utilization of the core ........................ 12.76%
  Floorplan Core Area ........................ 8678 um^2
  IO Pins ........................ 7

[Drt]
  Antenna cells ........................ 0
  Number of nets with antenna violations after detailed routing ........................ 0
  Iteration-0 DRC Markers ........................ 19
  Vias after detailed routing ........................ 568
  Number of design rule violations left after detail routing ........................ 0
  Wire length after detailed routing ........................ 1414 um
  DR WL/cell ........................ 6.369 um
  Average via count per standard cell ........................ 2.559
  DRT Pass-1 Iters ........................ 3

[Clock tree]
  Post-cts sizing count ........................ 0
  Post-CTS Hold Fix Bufs ........................ 0
  Clock tree root driver cell ........................ sky130_fd_sc_hd__clkbuf_8
  # clock sinks ........................ 35
  Clock latency on the worst-skew pair ........................ 0.27 ns
  Number of buffers on the longest clock path ........................ 2
  Total clock buffers created by CTS ........................ 5
  Clock tree from TritonCTS ........................ yes
  Total number of H-tree levels ........................ 2
  Clock transition at the registers of the reported paths ........................ 0.06 ns
  Post-CTS Setup Repair Bufs ........................ 0

[Place]
  Post-placement worst setup slack ........................ 0.5513 ns
  HPWL after DPL ........................ 997.9 um
  Tally of buffers added on design ports ........................ 6
  Final estimated routing congestion in global placement ........................ 0.7896

[Synthesis]
  Cells in synth_stat.txt ........................ 73
  Netlist area before placement ........................ 1107 um^2
  Flops & latches, synth ........................ 35
  Yosys warnings ........................ 1
  Instance count of the mapped netlist ........................ 73
  Cell Type Count ........................ 17
  Synthesized area per cell ........................ 15.17 um^2
  Chip area in the Yosys report ........................ 1107 um^2
  Part of the Yosys area used for sequential elements ........................ 79.10%

[Job]
  Log Warnings ........................ 27
  # Max-Cap Violations ........................ 0

[Global routing]
  Met3 Use GR ........................ 1.542%
  GRT Overall Usage ........................ 2.413%
  GR Util met2 ........................ 3.113%
  Most used routing layer ........................ met1
  Via count of the first global-routing pass ........................ 599
  Largest net degree at the start of global routing ........................ 36
  Global-route wire length before repair ........................ 2580 um
  GRT Residual Overflow ........................ 0
  GR Layer Usage met1 ........................ 3.350%
  Initial antenna violation count ........................ 0

[Worst setup path]
  Top fanout value on the critical path ........................ 7
  Most used cell, CP ........................ sky130_fd_sc_hd__a211o_1
  Element type at the critical path start ........................ flip-flop
  Cell Chain, Critical Path ........................ nor4_1, nand4_1, a211o_1, a211o_1
  Largest stage delay, worst path ........................ 0.36 ns
  Worst path bufs/invs ........................ 0
  Critical path's slowest cell ........................ sky130_fd_sc_hd__dfrtp_1
  Endpoint required time on the critical path ........................ 2.36 ns
  CP delay by family, top ........................ AND-OR/OR-AND gates
  Arrival time reported for the critical path endpoint ........................ 1.81 ns
  Kind of critical path ........................ reg2reg
  Kind of end point of the critical path ........................ flip-flop

[Status]
  Run status ........................ completed

[Final layout]
  Area growth from synthesis to layout ........................ 35.37%
  Ratio of cells with drive above 1 in the final layout ........................ 7.895%

[Min path]
  HP Class ........................ reg2reg

----------------------------------------------------
[power by group through the flow]
stage	clock (mW)	sequential [mW]	combinational (mW)
4_1_cts	0.460	0.678	0.0302
5_1_grt	0.492	0.679	0.0360
6_report	0.439	0.678	0.0285
[cell families (layout without fill, tap and decap cells)]
logic type / Yosys count / after routing / synth area share, %
buffers and inverters: 6 / 20 / 2.034
xor gates and xnor gates: 2 / 2 / 1.582
adders and majority gates: 3 / 3 / 3.390
DFF: 35 / 35 / 79.10
and+or+nand+nor: 21 / 21 / 10.17
AOI/OAI and AO/OA: 5 / 5 / 3.390
other: 1 / 28 / 0.3387
[Yosys cell counts]
cell                       instances  share of area, %
sky130_fd_sc_hd__a211o_1           2               1.6
sky130_fd_sc_hd__a21oi_1           1              0.45
sky130_fd_sc_hd__a31oi_1           1              0.57
sky130_fd_sc_hd__conb_1            1              0.34
sky130_fd_sc_hd__dfrtp_1          35                79
sky130_fd_sc_hd__ha_1              3               3.4
sky130_fd_sc_hd__inv_1             6               2.0
sky130_fd_sc_hd__nand2b_1          1              0.57
sky130_fd_sc_hd__nand3_1           2              0.90
sky130_fd_sc_hd__nand4_1           2               1.1
sky130_fd_sc_hd__nor2_1            8               2.7
sky130_fd_sc_hd__nor3_1            2              0.90
sky130_fd_sc_hd__nor4_1            5               2.8
sky130_fd_sc_hd__nor4_2            1               1.1
sky130_fd_sc_hd__o31a_1            1              0.79
sky130_fd_sc_hd__xnor2_1           1              0.79
sky130_fd_sc_hd__xor2_1            1              0.79
[stage by stage]
step	utilization, %	instances	instance area [um^2]	hold WS, ns
after global routing	17.27	222	1499	0.5139
after global placement	16.26	215	1411	0.4878
after floorplan	-	100	1209	0.4546
final	17.27	222	1499	0.4898
after detailed placement	16.26	215	1411	0.4891
after CTS	17.27	222	1499	0.4979
[cells in the final DEF (no fill, tap or decap)]
master,netlist,layout
sky130_fd_sc_hd__a211o_1,2,2
sky130_fd_sc_hd__a21oi_1,1,1
sky130_fd_sc_hd__a31oi_1,1,1
sky130_fd_sc_hd__buf_4,0,1
sky130_fd_sc_hd__clkbuf_8,0,6
sky130_fd_sc_hd__clkdlybuf4s50_1,0,6
sky130_fd_sc_hd__clkinv_2,0,1
sky130_fd_sc_hd__conb_1,1,28
sky130_fd_sc_hd__dfrtp_1,35,35
sky130_fd_sc_hd__ha_1,3,3
sky130_fd_sc_hd__inv_1,6,6
sky130_fd_sc_hd__nand2b_1,1,1
sky130_fd_sc_hd__nand3_1,2,2
sky130_fd_sc_hd__nand4_1,2,2
sky130_fd_sc_hd__nor2_1,8,8
sky130_fd_sc_hd__nor3_1,2,2
sky130_fd_sc_hd__nor4_1,5,5
sky130_fd_sc_hd__nor4_2,1,1
sky130_fd_sc_hd__o31a_1,1,1
sky130_fd_sc_hd__xnor2_1,1,1
sky130_fd_sc_hd__xor2_1,1,1
[layout make-up]
| type | instances | area [um^2] |
|---|---|---|
| Fill cell | 956 | 7179 |
| Sequential cell | 35 | 875.8 |
| Multi-Input combinational cell | 59 | 310.3 |
| Tap cell | 108 | 135.1 |
| Clock buffer | 6 | 82.58 |
| Timing Repair Buffer | 7 | 67.56 |
| Inverter | 6 | 22.52 |
| Clock inverter | 1 | 5.005 |
[per-layer routing]
metal / vias to the layer above / share of wire [%]
li1: 299 / -
met3: 2 / 10
met2: 11 / 37
met4: 0 / 0.71
met1: 256 / 52
met5: - / 0
[path summary, 6_finish.rpt]
path	from	end	slack (ns)	cells past startpoint
max	counter[22]$_DFF_PP0_	start_led$_DFFE_PP0P_	0.54	4
min	counter[0]$_DFF_PP0_	counter[0]$_DFF_PP0_	0.49	1
min reg2reg	counter[0]$_DFF_PP0_	counter[0]$_DFF_PP0_	0.49	1
min in group asynchronous	reset	counter[20]$_DFF_PP0_	0.57	3
max reg2reg	counter[22]$_DFF_PP0_	start_led$_DFFE_PP0P_	0.54	4
max in group asynchronous	reset	counter[5]$_DFF_PP0_	1.34	3
[sequential cells by signal (all words and copies together), names as in the netlist]
register,count
start_led,1
win1_led,1
win2_led,1
counter,32
Power is estimated from default activity; no workload was simulated.
